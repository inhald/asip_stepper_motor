$ cat flow/run.sh
#!/bin/bash
# OpenROAD 26Q1-2900-gdf79404cd8, Yosys 0.63+post, stock flow scripts
make -C /OpenROAD-flow-scripts/flow DESIGN_CONFIG=/design/flow/config.mk WORK_HOME=/design/flow/orfs finish
$ cat flow/config.mk
export PLATFORM = sky130hd
export DESIGN_NAME = regfile
export DESIGN_NICKNAME = regfile
export VERILOG_FILES = /design/flow/design.v
export SDC_FILE = /design/flow/constraint.sdc
export NUM_CORES = 4
export LEC_CHECK = 1
export CORE_UTILIZATION = 40
$ cat flow/constraint.sdc
current_design regfile

set clk_period 2.1
set clk_io_pct 0.2

create_clock -name clk0 -period $clk_period [get_ports {clk}]

set non_clock_inputs [all_inputs -no_clocks]
set_input_delay [expr $clk_period * $clk_io_pct] -clock clk0 $non_clock_inputs
set_output_delay [expr $clk_period * $clk_io_pct] -clock clk0 [all_outputs]
$ cat flow/design.v
module regfile (input clk, reset_n, write, input [7:0] data, input [1:0] select0, select1, wr_select,
				output reg [7:0] selected0, selected1, output [7:0] delay, position, register0);
  reg [7:0] reg0  ;
  reg [7:0] reg1  ;
  reg [7:0] reg2  ;
  reg [7:0] reg3  ;
  assign register0 = reg0;
  assign position = reg2;
  assign delay = reg3;
  always @(*) begin
    case (select0)
      2'h0: selected0 = reg0; 
      2'h1: selected0 = reg1;
      2'h2: selected0 = reg2;
      2'h3: selected0 = reg3;
      default: selected0 = reg0;
    endcase
    case (select1)
      2'h0: selected1 = reg0;
      2'h1: selected1 = reg1;
      2'h2: selected1 = reg2;
      2'h3: selected1 = reg3;
      default: selected1 = reg1;
    endcase
  end
  always @(posedge clk) begin
    if(!reset_n) begin
      reg0 <= 8'h00;
      reg1 <= 8'h00;
      reg2 <= 8'h00;
      reg3 <= 8'h00;
    end else if (write) begin
      case (wr_select) 
        2'h0: reg0 <= data;
        2'h1: reg1 <= data;
        2'h2: reg2 <= data;
        2'h3: reg3 <= data;
        default: reg0 <= data;
      endcase
    end
  end
endmodule
==> results.txt <==
Results of the flow run.

The flow ran to the end, and the final reports show no timing, DRC or antenna violations. The detailed-placement wirelength estimate stands at 2.53 mm. The number of buffers created by CTS stands at 5. The final timing summary puts the cycle share of the worst path at 0.981. After the first detailed-routing iteration, the DRC count stood at 73.

The count of nets left with antenna violations once routing finished came out at 0. For this run, the total global-route usage over all layers was measured as 0.208. Per STA, the worst path is made up of clkdlybuf4s15_2, buf_12, mux4_2, clkdlybuf4s50_1. The number of warnings issued by yosys stands at 1. The total non-filler cell area in the finished layout stands at 2420 um^2. 0 antenna diodes ended up in the layout. The weighted congestion reported at the end of routability-driven placement stands at 0.818. In the final layout, the fill cell count is 279. The final worst-path setup slack stands at 0.0391 ns. In the routed design, unresolved DRC markers number 0. The part of the Yosys area used for sequential elements stands at 0.412.

The worst setup skew after layout stands at 0 ns. For hold timing, the worst endpoint is reg1[4]. The remaining max-slew budget at the tightest pin stands at 0.601. The routed wire length per instance stands at 15.1 um. The detail-routed via count per cell stands at just over 5.

The largest net degree at the start of global routing stands at 41. The number of antenna violations at the first check in global routing was 0. STA puts the critical path data required time at between 1.5 and 2 ns. Once synthesis finished, the tally of register bits stood at 32.

In this run the critical register-to-register path is captured at reg3[5]. The area of the die stands at 4140 um^2. From synthesis to final layout, the design area changed by 55.9%. The final core utilization stands at 0.657.

The post-synthesis instance area stands at 1560 um^2. In the synthesis report, Yosys lists the chip area as 1560 um^2. The worst setup path is captured at an output pin. On the critical path, the stage with the largest delay is an instance of mux4_2. The maximum vdd ir drop stands at 0.300 mV. For reference, the final report shows the max-slew violation count at 0.

The total area of sequential cells stands at ~640 um^2. The hold path depth stands at 2. The final hold violation count recorded for this run is 0.

The tree is rooted in a clkbuf_8. The longest incremental delay of any stage on the critical path is reported as 0.49 ns. The global route stage reports its total congestion overflow as 0. The final number of setup-violating endpoints stands at 0. For the worst flop-to-flop path, the logic depth is 2.

The tree built by TritonCTS fans out to 32 sinks. The worst-case register-to-register setup slack stands at 1.46 ns. Wires add up to 3.83 mm.

The total number of vias stands at 1,303. STA classifies the critical path startpoint as a primary input. The total leakage power stands at 1.16 nW. Per the timing report, the most critical flop-to-flop path originates at reg3[5]. In this run the horizontal extent of the chip is 64.4 um. The H-tree was split into 2 levels. The core area stands at about 3700 um^2. The number of hold buffers added after CTS stands at 0. The startpoint identified for the worst hold timing path is reg1[4]. The number of global-route vias before repair came to 1,280. The post-synthesis cell count from yosys stands at 135. TritonCTS built the clock tree. The report counts max-capacitance violations totalling 0. Per the post-synthesis report, the number of cells in the design is approximately 140.

On the worst setup and hold paths after CTS, the clock-pin slew comes to 0.06 ns. In this run, placement finished with an instance count of roughly 240. The later pin in the worst-skew pair is clocked with a latency of 0.28 ns.

In the floorplan report the effective utilization is 0.422. After floorplanning, the core was divided into 22 placement rows. OpenROAD emitted warnings numbering 26.

For the pin with the worst max-slew slack, the measured transition is 0.598 ns. The number of distinct library cells after synthesis stands at 12. The first detailed-routing pass ran for 4 iterations. According to the I/O placement log, the pin count is 57. The most critical min-delay path falls under flop to flop. The layout summary lists the proportion of cells stronger than drive strength 1 as 0.210.

The arrival time of data at the worst endpoint is listed as 1.64 ns. From bottom edge to top edge, the die measures 64.4 um. Each instance of the synthesized netlist takes up on average 11.5 um^2. The multi-input combinational cells in the finished layout cover a total of 861 um^2. The biggest fanout along the worst timing path stands at 7. The placed instance area stands at 2240 um^2. The first global-routing pass estimated 6.15 mm of wire. The number of buffers between clock root and the deepest sink stands at 2. By startpoint and endpoint, the worst setup path is classified as primary input to output pin. The final timing report derives a shortest allowable period of about 2.1 ns. Derived from the worst setup path, the maximum achievable clock frequency is between 400 and 500 MHz.

The count of input and output buffers stands at 56. The finished layout holds between 200 and 300 standard cells, fillers aside. Total power normalized to cell area comes to ~570 nW/um^2. The post-placement worst setup slack stands at -0.329 ns.
per-stage QoR:
stage	total power, mW	hold slack (ns)	TNS [ns]
floorplan	0.747	0.441	0
global placement	0.874	0.450	-5.00
detailed placement	0.877	0.459	-5.01
CTS	1.39	0.469	0
global route	1.44	0.491	-0.000927
finish	1.38	0.469	0
Yosys cell counts:
| library cell | count | area share |
|---|---|---|
| buf_2 | 4 | 0.013 |
| dfxtp_1 | 32 | 0.41 |
| buf_1 | 2 | 0.0048 |
| and3b_1 | 1 | 0.0056 |
| nand3_1 | 1 | 0.0032 |
| mux2i_1 | 32 | 0.21 |
| or3b_1 | 1 | 0.0056 |
| mux4_2 | 16 | 0.23 |
| nand3b_1 | 1 | 0.0048 |
| buf_6 | 1 | 0.0072 |
| clkbuf_1 | 4 | 0.0097 |
| nand2_1 | 40 | 0.097 |
cell usage in the layout, fill, tap and decap left out, drive strengths merged:
master / count
mux4: 16
mux2i: 32
nand3b: 1
dlygate4sd2: 5
clkbuf: 7
dfxtp: 32
buf: 18
dlymetal6s2s: 7
and3b: 1
or3b: 1
clkdlybuf4s15: 2
nand2: 40
nand3: 1
clkdlybuf4s50: 42
state kept, by name (all words and copies together) (netlist names):
signal,cells
reg1,8
reg3,8
reg0,8
reg2,8
worst max path at each step:
stage              end  slack [ns]  startpoint  depth (start not counted)
4_1_cts   selected0[2]      0.0001  select0[1]                          4
5_1_grt   selected1[3]     -0.0009  select1[1]                          4
6_report  selected0[4]        0.04  select0[1]                          4
power by group:
group	leakage, nW	internal (mW)	total (mW)	switching (mW)
logic	0.847	0.147	0.223	0.0758
clock network	0.0503	0.292	0.505	0.214
registers	0.260	0.629	0.647	0.0181
worst max-delay path, delay by kind of cell:
kind	cells	cell delay, ns
buffers and inverters	3	0.72
multiplexers	1	0.49
layer usage:
| layer | GRT usage | vias up | part of all wire |
|---|---|---|---|
| li1 | - | 624 | - |
| met1 | 0.302 | 623 | 0.45 |
| met2 | 0.324 | 50 | 0.46 |
| met3 | 0.0652 | 6 | 0.077 |
| met4 | 0.0361 | 0 | 0.011 |
| met5 | 0 | - | 0 |
cell families after synthesis:
family / after synthesis / synth area share
and+or+nand+nor: 44 / 0.116
DFF: 32 / 0.412
buffers and inverters: 11 / 0.0346
muxes: 48 / 0.438
layout make-up:
type / instances / area share
clock buffer: 7 / 0.0397
timing repair buffer: 74 / 0.316
tap: 48 / 0.0248
multi-input combinational: 92 / 0.355
sequential: 32 / 0.264
repair_timing:
item                                    CTS  global route
endpoints found under the hold margin     0             0
setup buffers                             1             8
pin swaps                                 0             0
endpoints found under the setup margin   16            13
gates resized                            13             7
Power and IR drop assume default switching activity.
