===== flow/config.mk =====
export PLATFORM = sky130hd
export DESIGN_NAME = control_fsm
export DESIGN_NICKNAME = control_fsm
export VERILOG_FILES = /design/flow/design.v
export SDC_FILE = /design/flow/constraint.sdc
export NUM_CORES = 4
export LEC_CHECK = 1
export CORE_AREA = 10 10 82 82
export DIE_AREA = 0 0 92 92

===== flow/constraint.sdc =====
current_design control_fsm

set clk_period 2.2
set clk_io_pct 0.2

create_clock -name clk0 -period $clk_period [get_ports {clk}]

set non_clock_inputs [all_inputs -no_clocks]
set_input_delay [expr $clk_period * $clk_io_pct] -clock clk0 $non_clock_inputs
set_output_delay [expr $clk_period * $clk_io_pct] -clock clk0 [all_outputs]

===== flow/design.v =====
module control_fsm (
	input clk, reset_n,
	input br, brz, addi, subi, sr0, srh0, clr, mov, mova, movr, movrhs, pause,
	input delay_done,
	input temp_is_positive, temp_is_negative, temp_is_zero,
	input register0_is_zero,
	output reg write_reg_file,
	output reg result_mux_select,
	output reg [1:0] op1_mux_select, op2_mux_select,
	output reg start_delay_counter, enable_delay_counter,
	output reg commit_branch, increment_pc,
	output reg alu_add_sub, alu_set_low, alu_set_high,
	output reg load_temp_register, increment_temp_register, decrement_temp_register,
	output reg [1:0] select_immediate,
	output reg [1:0] select_write_address
);
  parameter RESET=5'b00000, FETCH=5'b00001, DECODE=5'b00010,
        BR=5'b00011, BRZ=5'b00100, ADDI=5'b00101, SUBI=5'b00110, SR0=5'b00111,
        SRH0=5'b01000, CLR=5'b01001, MOV=5'b01010, MOVA=5'b01011,
        MOVR=5'b01100, MOVRHS=5'b01101, PAUSE=5'b01110, MOVR_STAGE2=5'b01111,
        MOVR_DELAY=5'b10000, MOVRHS_STAGE2=5'b10001, MOVRHS_DELAY=5'b10010,
        PAUSE_DELAY=5'b10011;
  reg [4:0] state;
  reg [4:0] next_state_logic;  
  always @(posedge clk) begin
    if(!reset_n) begin
      state <= RESET;
    end else begin
      state <= next_state_logic;
    end
  end
  always @(*) begin
    case(state)
      RESET: begin
                next_state_logic = FETCH;
             end
      FETCH: begin
                 next_state_logic = DECODE;
             end
      DECODE: begin
                  if(addi) begin
                    next_state_logic = ADDI;
                  end else if(subi) begin
                    next_state_logic = SUBI;
                  end else if(mov) begin
                    next_state_logic = MOV;
                  end else if(sr0) begin
                    next_state_logic = SR0;
                  end else if(srh0) begin
                    next_state_logic = SRH0;
                  end else if(clr) begin
                    next_state_logic = CLR;
                  end else if(br) begin
                    next_state_logic = BR;
                  end else if(brz) begin
                    next_state_logic = BRZ;
                  end else if(movr) begin
                    next_state_logic = MOVR;
                  end else if(movrhs) begin
                    next_state_logic = MOVRHS;
                  end else if(pause) begin
                    next_state_logic = PAUSE;
                  end
              end 
      ADDI: begin
              next_state_logic = FETCH;
            end
      SUBI: begin
              next_state_logic = FETCH;
            end
      MOV: begin
              next_state_logic = FETCH;
           end
      SR0: begin
              next_state_logic = FETCH;
           end
      SRH0: begin
              next_state_logic = FETCH;
            end
      CLR: begin
              next_state_logic = FETCH;
           end
      BR: begin
              next_state_logic = FETCH;
          end
      BRZ: begin
              next_state_logic = FETCH;
           end
      MOVR: begin
              next_state_logic = MOVR_STAGE2;
            end
      MOVR_STAGE2: begin
                      if(temp_is_zero) begin
                        next_state_logic = FETCH;
                      end else begin
                        next_state_logic = MOVR_DELAY;
                      end
                   end
      MOVR_DELAY: begin
                    if(delay_done) begin
                      next_state_logic = MOVR_STAGE2;
                    end else begin
                      next_state_logic = MOVR_DELAY;
                    end
                  end
      MOVRHS: begin
                next_state_logic = MOVRHS_STAGE2;
              end
      MOVRHS_STAGE2: begin
                      if(temp_is_zero) begin
                        next_state_logic = FETCH;
                      end else begin
                        next_state_logic = MOVRHS_DELAY;
                      end
                     end
      MOVRHS_DELAY: begin
                      if(delay_done) begin
                        next_state_logic = MOVRHS_STAGE2;
                      end else begin
                        next_state_logic = MOVRHS_DELAY;
                      end
                    end
      PAUSE: begin
                next_state_logic = PAUSE_DELAY;
             end
      PAUSE_DELAY: begin
                      if(delay_done) begin
                          next_state_logic = FETCH;
                      end else begin
                          next_state_logic = PAUSE_DELAY;
                      end
                   end
      default: next_state_logic = RESET;
    endcase
  end
  always @(*) begin
    alu_set_low = 1'b0;
    alu_set_high = 1'b0; 
    alu_add_sub = 1'b0;
    commit_branch = 1'b0;
    increment_pc = 1'b0;
    load_temp_register = 1'b0;
    increment_temp_register = 1'b0;
    decrement_temp_register = 1'b0;
    start_delay_counter = 1'b0;
    enable_delay_counter = 1'b0;
    write_reg_file = 1'b0;
    op1_mux_select = 2'b00;
    op2_mux_select = 2'b00;
    select_immediate = 2'b11;
    result_mux_select = 1'b1;
    select_write_address = 2'b00;
    case(state)
      ADDI: begin
              increment_pc = 1;
              op1_mux_select = 2'b01;
              op2_mux_select = 2'b01;
              select_immediate = 2'b00;
              alu_add_sub = 1'b0;
              result_mux_select = 1'b0;
              select_write_address = 2'b01;
              write_reg_file = 1;
            end
      SUBI: begin
              increment_pc = 1'b1;
              op1_mux_select = 2'b01;
              op2_mux_select = 2'b01;
              select_immediate = 2'b00;
              alu_add_sub = 1'b1;
              result_mux_select = 1'b0;
              select_write_address = 2'b01;
              write_reg_file = 1;
            end
      CLR: begin
              increment_pc = 1;
              select_write_address = 2'b01;  
              write_reg_file = 1;  
              result_mux_select = 1'b1;  
           end
      BR: begin
              select_immediate = 2'b10;  
              op1_mux_select = 2'b00;  
              op2_mux_select = 2'b01;  
              alu_add_sub = 1'b0;
              commit_branch = 1'b1;  
           end
      BRZ: begin
            if(register0_is_zero) begin
              select_immediate = 2'b10;  
              op1_mux_select = 2'b00;  
              op2_mux_select = 2'b01;  
              alu_add_sub = 1'b0;
              commit_branch = 1'b1;
            end else begin
              increment_pc = 1;
            end
           end
       SR0: begin
              increment_pc = 1'b1;
              select_immediate = 2'b01;  
              op1_mux_select = 2'b11;  
              op2_mux_select = 2'b01;  
              alu_set_low = 1'b1;  
              select_write_address = 2'b00;  
              write_reg_file = 1;  
              result_mux_select = 1'b0;  
            end
        SRH0: begin
                increment_pc = 1;
                select_immediate = 2'b01;
                op1_mux_select = 2'b11;  
                op2_mux_select = 2'b01;  
                alu_set_high = 1'b1;  
                select_write_address = 2'b00;  
                write_reg_file = 1;  
                result_mux_select = 1'b0;  
              end
         MOV: begin
                increment_pc = 1;
                select_immediate = 2'b11;  
                op1_mux_select = 2'b01;  
                op2_mux_select = 2'b01;  
                alu_add_sub = 1'b0;
                result_mux_select = 1'b0;
                select_write_address = 2'b10;
                write_reg_file = 1'b1;
              end
         MOVR: begin
                load_temp_register = 1;
               end
  MOVR_STAGE2: begin
                  if(temp_is_zero) begin
                    increment_pc = 1'b1;
                  end else begin
                    start_delay_counter = 1'b1;
                    if(temp_is_positive) begin
                      decrement_temp_register = 1'b1;
                      op1_mux_select = 2'b10;
                      op2_mux_select = 2'b11;
                      alu_add_sub = 1'b0;
                      result_mux_select = 1'b0;
                      select_write_address = 2'b11;
                      write_reg_file = 1'b1;
                   end else begin
                      increment_temp_register = 1'b1;
                      op1_mux_select = 2'b10;
                      op2_mux_select = 2'b11;
                      alu_add_sub = 1'b1;   
                      result_mux_select = 1'b0;
                      select_write_address = 2'b11;
                      write_reg_file = 1'b1;
                   end
                end   
             end
     MOVR_DELAY: begin
                  enable_delay_counter = 1'b1;
                 end
     MOVRHS: begin
              load_temp_register = 1;
             end
     MOVRHS_STAGE2: begin
                      if(temp_is_zero) begin
                        increment_pc = 1'b1;
                      end else begin
                        if(temp_is_positive) begin
                          decrement_temp_register = 1'b1;
                          op1_mux_select = 2'b10;
                          op2_mux_select = 2'b10;
                          alu_add_sub = 1'b0;
                          result_mux_select = 1'b0;
                          select_write_address = 2'b11;
                          write_reg_file = 1'b1;
                         end else begin
                          increment_temp_register = 1'b1;
                          op1_mux_select = 2'b10;
                          op2_mux_select = 2'b10;
                          alu_add_sub = 1'b1;
                          result_mux_select = 1'b0;
                          select_write_address = 2'b11;
                          write_reg_file = 1'b1;
                        end
                        start_delay_counter = 1'b1;
                       end
                     end  
       MOVRHS_DELAY: begin
                      enable_delay_counter = 1'b1;
                     end
       PAUSE: begin
                start_delay_counter = 1'b1;
              end
       PAUSE_DELAY: begin
                      enable_delay_counter = 1'b1;
                      if(delay_done) begin
                        increment_pc = 1;
                      end
                    end
       default: result_mux_select = 1'b1;
    endcase
  end
endmodule

===== flow/run.sh =====
#!/bin/bash
# OpenROAD 26Q1-2900-gdf79404cd8, Yosys 0.63+post, stock flow scripts
make -C /OpenROAD-flow-scripts/flow DESIGN_CONFIG=/design/flow/config.mk WORK_HOME=/design/flow/orfs finish

==> ci_impl_report.md <==
### Yosys + OpenROAD results

| Metric | Value |
|---|---|
| HPWL after detailed placement | `2940 um` |
| Initial Util | `0.190` |
| Setup slack after layout | `-0.0384 ns` |
| Worst setup path start | `state[1]$_SDFF_PN0_` |
| Peak Freq | `447 MHz` |
| Post-synth top area cell | `dfxtp_1` |
| HP Class | `primary input to flip-flop` |
| Max-cap violations | `0` |
| Pwr dens | `between 150 and 200 nW/um2` |
| Final min period | `around 2.2 ns` |
| Overall die width | `92 um` |
| Final routed DRC violation total | `0` |
| CP Cell Sequence | `buf_4, buf_4, buf_4, o21ai_0, a22oi_1, o311ai_0, dlygate4sd2_1` |
| Status | `finished with violations` |
| IO Count | `39` |
| Placed cells | `271` |
| CTS tree | `done` |
| Antenna Cells | `0` |
| Area grow syn2layout | `95.6%` |
| Final core utilization | `0.372` |
| Routed len/inst | `13.7 um` |
| Fill cells | `514` |
| Largest net degree at the start of global routing | `18` |
| Top cells by area, synth | `dfxtp_1, dlxtn_1, nor2_1, nand2_1, o21ai_0` |
| Worst path max stage delay | `0.36 ns` |
| Port Buf Inserts | `36` |
| Layout Cells excl Fill | `approximately 280` |
| Starting DRT DRC Count | `127` |
| Min-delay src | `reset_n` |
| Vias in the first global route | `roughly 1300` |
| Period utilization | `1.02` |
| Setup Crit Path Kind | `flip-flop to output pin` |
| Register pins left without a clock | `5` |
| Crit end category | `output pin` |
| Worst EP arrival | `around 1.8 ns` |
| Yosys cell count | `141` |
| Clock buffer depth | `2` |
| Area share of the largest cell type after synthesis | `0.104` |
| Violated checks | `negative setup slack` |
| Syn Std Cell Area | `966 um2` |
| Fin Setup TNS | `-0.0604 ns` |
| YS chip area | `a little under 1000 um2` |
| Final hold vios | `0` |
| GP Congestion | `0.873` |
| RSZ-0062 raised after global routing | `true` |
| Global-route wire length before repair | `between 6000 and 7000 um` |
| Row count | `26` |
| DRT Pass-1 Iters | `4` |
| Synth warn | `1` |
| CP startpoint kind | `flip-flop` |
| Placed Area | `1620 um2` |
| Post-synthesis cell type count | `53` |
| Die ar. | `roughly 8500 um2` |
| Reg clk slew, reported paths | `0.04 ns` |
| Tot GR Track Use | `0.0877` |
| Number of enable flip-flop cells | `0` |
| P_leak | `0.000822 uW` |
| CTS Buf Count | `3` |
| Worst Tran Pin Value | `between 0.4 and 0.5 ns` |
| DP Worst Slack | `-0.343 ns` |
| Most numerous cell on the critical path | `buf_4` |
| Final Slew Violations | `0` |
| Total gr overflow | `0` |
| Final-report setup violation count | `3` |
| Endpoints left unconstrained | `5` |
| Cell family with most CP delay | `buffers and inverters` |
| Worst path depth | `7` |
| Final ANT Viol Nets | `0` |
| DR vias | `1344` |
| Slowest library cell on the worst path | `dfxtp_4` |
| CP bufs+invs | `4` |
| H-tree depth | `1` |
| Post-synthesis instance total | `141` |
| Design Area, Final | `1890 um2` |
| Syn avg cell area | `6.85 um2` |
| Via density | `4.75` |
| Worst IR Drop VDD | `0.000125 V` |
| Post-synth ARST share | `0` |
| Root buffer cell | `clkbuf_8` |
| WP data required | `between 1.5 and 2 ns` |
| Layout cell share with drive strength beyond 1 | `0.347` |
| Core area | `5070 um2` |
| Main flop type | `dlxtn_1` |
| Log Warnings | `29` |
| Initial antenna violation count | `0` |
| Post-synthesis register bit count | `10` |
| Slew headroom | `0.724` |
| CP max FO | `6` |
| Die Ht | `a little over 90 um` |
| CP endpoint | `select_write_address[0]` |
| Total wire length | `about 3900 um` |
-- per-layer routing --
layer | share of wire | global-route usage | vias to the layer above
li1 | - | - | 671
met1 | 0.46 | 0.120 | 614
met2 | 0.45 | 0.141 | 50
met3 | 0.066 | 0.0189 | 9
met4 | 0.020 | 0.0129 | 0
met5 | 0 | 0 | -
-- kinds of logic after synthesis --
kind of cell	Yosys count	share of synthesized area
adders and majority gates	1	0.0104
and+or+nand+nor	69	0.387
muxes	1	0.0104
latches	5	0.0777
buffers and inverters	18	0.0984
AOI/OAI and AO/OA	42	0.312
DFF	5	0.104
-- registers in the layout, summed over array words and instances (netlist names) --
| name | count |
|---|---|
| state | 5 |
| next_state_logic | 5 |
-- cells in the mapped netlist, types with 2 or more instances --
library cell and number:
a2bb2oi_1 2, nor2_2 2, a31oi_1 2, and2_1 6, o22ai_1 2, nand2b_1 2
o21ai_0 8, o32ai_1 2, nor4b_1 3, dfxtp_1 5, a211o_1 2, or3_1 2
dlxtn_1 5, nand2_1 12, a21o_1 2, nand3_1 5, a22oi_1 4, nor2_1 17
buf_2 7, nor2b_1 3, buf_6 2, inv_1 6, nor3_1 4, a21oi_1 5
and3_1 2, nand4_1 2
-- layout by cell type, fill, tap and decap left out, drive strengths merged, types with 3 or more instances in the layout --
cell,netlist,layout
a21oi,5,5
a22oi,4,4
and2,7,7
buf,10,43
clkbuf,1,4
clkdlybuf4s50,0,24
dfxtp,5,5
dlxtn,5,5
dlygate4sd2,0,9
inv,7,6
nand2,12,12
nand3,5,5
nor2,20,20
nor2b,3,3
nor3,5,5
nor4b,3,3
o21ai,10,10
-- area by class of cell --
| class | instances | area [um2] | area share |
|---|---|---|---|
| Tap cell | 70 | 87.6 | 0.0464 |
| Timing Repair Buffer | 79 | 733 | 0.388 |
| Multi-Input combinational cell | 113 | 800 | 0.423 |
| Clock buffer | 4 | 45.0 | 0.0238 |
| Sequential cell | 10 | 194 | 0.103 |
| Inverter | 7 | 30.0 | 0.0159 |
-- timing repair --
action | CTS | global route
pin swaps | 10 | 5
hold buffers | 0 | 0
buffers inserted | 4 | 5
gates resized | 47 | 15
endpoints found under the setup margin | 19 | 13
-- worst min path at each step --
stage	end	slack, ns	depth (start not counted)
final	state[4]$_SDFF_PN0_	0.88	2
after global routing	state[0]$_SDFF_PN0_	0.90	2
after CTS	state[4]$_SDFF_PN0_	0.89	2
-- per-stage QoR --
| stage | hold WS (ns) | power, uW |
|---|---|---|
| 3_3_place_gp | 1.12 | 190 |
| 2_1_floorplan | 0.562 | 126 |
| 6_report | 0.879 | 366 |
| 3_5_place_dp | 1.13 | 190 |
| 4_1_cts | 0.890 | 365 |
| 5_1_grt | 0.903 | 385 |
-- power by group --
group	internal, uW	switching (uW)
combinational	60.6	44.7
sequential	87.4	2.20
clock	124	46.3
total	272	93.2
No activity file was given, so power comes from the tool's default toggle rates.
