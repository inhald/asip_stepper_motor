==> design.v <==
module delay_counter (input clk, reset_n, start, enable, input [7:0] delay, output reg done);
parameter BASIC_PERIOD=20'd500000;    
reg [7:0] down_count;
reg [19:0] timer;
	always@(posedge clk) begin
		if (!reset_n) begin
			timer <= 20'b0;
			down_count <= 8'b00000001;
			done <= 8'b0;
		end
		else if (start == 1'b1) begin
			timer <= 20'd0;
			down_count <= delay;
			done <= 0;
		end
		else if (enable == 1'b1) begin
			if (timer < BASIC_PERIOD) begin
				timer <= timer + 20'd1;
			end
			else begin
				down_count <= down_count - 8'b1;
				if (down_count == 0) begin
					done <= 1'b1;
				end
				timer <= 20'd0;
			end
		end
	end
endmodule
==> run.sh <==
#!/bin/bash
# OpenROAD 26Q1-2900-gdf79404cd8, Yosys 0.63+post, stock flow scripts
make -C /OpenROAD-flow-scripts/flow DESIGN_CONFIG=/design/flow/config.mk WORK_HOME=/design/flow/orfs finish
==> config.mk <==
export PLATFORM = sky130hd
export DESIGN_NAME = delay_counter
export DESIGN_NICKNAME = delay_counter
export VERILOG_FILES = /design/flow/design.v
export SDC_FILE = /design/flow/constraint.sdc
export NUM_CORES = 4
export LEC_CHECK = 1
export CORE_AREA = 10 10 107 107
export DIE_AREA = 0 0 117 117
==> constraint.sdc <==
current_design delay_counter

set clk_period 3.6
set clk_io_pct 0.2

create_clock -name clk0 -period $clk_period [get_ports {clk}]

set non_clock_inputs [all_inputs -no_clocks]
set_input_delay [expr $clk_period * $clk_io_pct] -clock clk0 $non_clock_inputs
set_output_delay [expr $clk_period * $clk_io_pct] -clock clk0 [all_outputs]
==> run_results.csv <==
group,metric,value,unit
run_status,outcome,"finished, final reports clean",
floorplanning,row_count,35,
route,routed_wl,3.25,mm
route,antenna_cells,0,
final_timing,finalHoldViolations,0,
worst_setup_path,critPathKind,"primary input to register",
final_timing,finalSetupTns,0,ps
route,via_per_inst,4.21,
placement,port_buffers,12,
floorplanning,core-area,9200,µm²
grt,antenna_found_initial,0,
cts,htree_levels,2,
final_timing,finalCriticalPeriod,2520,ps
pwr,leakage,0.591,nW
pwr,p_int,500,µW
final_timing,finalCritPeriodShare,70.1,%
yosys,ys_types,45,
yosys,async_flop_share,0,%
worst_hold_path,worst_hold_path_type,"register to register",
floorplanning,chipHeight,117,µm
grt,grt_max_degree,15,
pwr,ir_worst_vdd,0.112,mV
worst_setup_path,required,3810,ps
final_timing,tightest_slew,600,ps
cts,clkTransAtPathRegs,60,ps
route,routedWlPerCell,10.9,µm
run,tool_warnings,26,
cts,cts_made_buffers,5,
pwr,seq_power_share,52.1,%
final_timing,rsz0062_at_grt,"false",
cts,clk_latency,280,ps
pwr,combPwrFrac,9.6,%
grt,grt_pass1_vias,1269,
grt,overflow,0,
yosys,yosys_warnings,1,
cts,cts_buffer_depth,2,
cts,clock_sinks,29,
worst_setup_path,crit_path_end_kind,"register",
pwr,clockPowerShare,38.2,%
route,drc,0,
cts,tritoncts,"built",
yosys,ys_cells,175,
yosys,ys_area,1590,µm²
final_layout,area_growth,17.6,%
route,antenna_left,0,
cts,cts_resized,0,
yosys,edf_count,0,
final_timing,setup_viol,0,
yosys,syn_area,1590,µm²
yosys,ys.flop_type,"dfxtp_1",
pwr,p_sw,159,µW
cts,hold_buffers,0,
grt,grt_pass1_wl,5.87,mm
yosys,avgSynthCellArea,9.07,µm²
worst_setup_path,worstPathArrival,2730,ps
route,via_count,1260,
final_layout,final_cell_mix,"dfxtp_1, nor2_1, clkdlybuf4s50_1, xnor2_1, nand3_1",
placement,hpwl,2.41,mm
floorplanning,die_w,117,µm
route,drt_iter0_drc,93,
placement,pre_cts_ws,807,ps
final_layout,comb_area,913,µm²
placement,globalplace.congestion,0.858,
cts,cts_root_buffer,"clkbuf_8",
final_timing,timing.final.ws_setup,1080,ps
grt,track_usage,5.12,%
yosys,synthCells,175,
worst_setup_path,critPathMaxFanout,10,
final_layout,flop_area,581,µm²
route,drtPass1Iterations,4,
final_layout,fillers,1015,
run,timing.max_cap.violations,0,
final_timing,slew_viol_final,0,
final_timing,clock.fmax,396,MHz
worst_setup_path,critPathLaunchType,"primary input",
final_layout,drive_gt1_share,9.04,%
pwr,p_sw_share,24.2,%
floorplanning,initCoreUtil,17.3,%
pwr,cellPowerDensity,354,nW/µm²
yosys,ys_ff,29,
final_timing,finalClockSkew,3.67,ps
pwr,total_power,660,µW
final_timing,slew_headroom,59.7,%
floorplanning,dieArea,13700,µm²
floorplanning,ios,13,
final_layout,mostFrequentLayoutCell,"dfxtp_1",
yosys,postSynthSeqShare,36.6,%
cts,post_cts_buffers,0,
per-layer routing:
metal  track usage [%]  vias to the layer above  wire, µm
met1              6.63                      563      1540
met3              1.65                        6       131
li1                  -                      679         -
met5                 0                        -         0
met4             0.824                        0        76
met2              8.32                       12      1510
final cells by class:
class	count	share of cell area (%)
clock buffers	6	3.89
clock inverters	2	0.537
inverters	6	1.21
multi-input cells	132	49.0
flip-flops and latches	29	31.1
well taps	111	7.44
repair buffers	13	6.84
synth_stat cells (6+ instances only):
master     instances  area, µm²
dfxtp_1           29        581
a21oi_1            6       30.0
nor4_1             6       37.5
xnor2_1           11       96.3
a2bb2oi_1          6       52.6
nor3_1             7       35.0
nand3_1            8       40.0
nand2_1            7       26.3
inv_1              6       22.5
nand4_1            6       37.5
nor2_1            16       60.1
registers in the layout, summed over array words and instances, names as in the netlist:
name and cells:
done 1, down_count 8, timer 20
cell families after synthesis:
kind of cell | after synthesis | synth area share, %
and+or+nand+nor | 73 | 25.2
xor gates and xnor gates | 16 | 8.83
AOI/OAI and AO/OA | 39 | 20.6
buffers and inverters | 14 | 5.84
DFF | 29 | 36.6
adders and majority gates | 3 | 2.37
muxes | 1 | 0.631
power by group through the flow:
stage | Combinational [mW] | Clock [mW] | Sequential [mW]
CTS | 0.0646 | 0.262 | 0.344
global route | 0.0717 | 0.281 | 0.346
finish | 0.0636 | 0.252 | 0.344
stage by stage:
step	cells	utilization (%)	hold WS, ps	cell area [µm²]
6_report	299	20.3	486	1870
3_5_place_dp	291	19.4	476	1780
4_1_cts	299	20.3	490	1870
5_1_grt	299	20.3	505	1870
2_1_floorplan	175	-	418	1590
3_3_place_gp	291	19.4	459	1780
final timing paths:
| kind | start | endpoint | slack [ps] | depth (start not counted) |
|---|---|---|---|---|
| hold / removal | done | done | 490 | 1 |
| setup / recovery | enable | timer[14] | 1080 | 5 |
| setup reg to reg | timer[9] | timer[1] | 1490 | 5 |
| hold reg to reg | done | done | 490 | 1 |
worst max-delay path: stages:
cell and delay [ps]:
clkdlybuf4s50_1 680, nand4_1 390, or3_1 440, or3_1 350, a21oi_1 140
Power and IR drop assume default switching activity.
